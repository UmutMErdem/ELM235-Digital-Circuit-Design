`flow/config.mk`:
```
export PLATFORM = sky130hd
export DESIGN_NAME = lab4_g7_p2
export DESIGN_NICKNAME = lab4_g7_p2
export VERILOG_FILES = /design/flow/design.v
export SDC_FILE = /design/flow/constraint.sdc
export NUM_CORES = 4
export LEC_CHECK = 1
export CORE_AREA = 10 10 70 70
export DIE_AREA = 0 0 80 80
```
`flow/constraint.sdc`:
```
current_design lab4_g7_p2

set clk_period 3.8
set clk_io_pct 0.2

create_clock -name clk0 -period $clk_period

set non_clock_inputs [all_inputs -no_clocks]
set_input_delay [expr $clk_period * $clk_io_pct] -clock clk0 $non_clock_inputs
set_output_delay [expr $clk_period * $clk_io_pct] -clock clk0 [all_outputs]
```
`flow/design.v`:
```
`timescale 1ns/1ps
module lab4_g7_p2(
	input logic [4:0] A, B,
	input logic Cin,
	output logic [4:0] S,
	output logic Cout
);
ripple_carry_adder ripple_carry_adder(A[4:0], B[4:0], Cin, Cout, S[4:0]);
endmodule
module ripple_carry_adder
(
	input logic [4:0] A, B,
	input logic Cin,
	output Cout,
	output logic [4:0] S
);
logic cout1, cout2, cout3, cout4;
	full_adder full_adder1(A[0], B[0], Cin, cout1, S[0]);
	full_adder full_adder2(A[1], B[1], cout1, cout2, S[1]);
	full_adder full_adder3(A[2], B[2], cout2, cout3, S[2]);
	full_adder full_adder4(A[3], B[3], cout3, cout4, S[3]);
	full_adder full_adder5(A[4], B[4], cout4, Cout, S[4]);
endmodule
module full_adder(
	input logic A, B, Cin,
	output logic Cout, S
);
logic Cout1, Cout2, S1;
half_adder half_adder_1(A, B, Cout1, S1);
half_adder half_adder_2(Cin, S1, Cout2, S);
assign Cout = Cout1 | Cout2;
endmodule
module half_adder(
	input logic A, B,
	output logic Cout, S
);
assign Cout = A&B;
assign S = A^B;
endmodule
```
`flow/run.sh`:
```
#!/bin/bash
# OpenROAD 26Q1-2900-gdf79404cd8, Yosys 0.63+post, stock flow scripts
make -C /OpenROAD-flow-scripts/flow DESIGN_CONFIG=/design/flow/config.mk WORK_HOME=/design/flow/orfs finish
```
==> flow_summary.json <==
{
  "status": "finished, final reports clean",
  "startpoint": "A[0]",
  "grt_pass1_vias": 183,
  "slowest_stage": "fa_2",
  "synthesis.area_sq_um": 168,
  "fp-utilization_pct": 4.91,
  "warning_count": 32,
  "path_class": "input port to output port",
  "fp-row-count": 21,
  "layout_setup_ws_ns": 0.136,
  "cp_cell_sequence": "dlygate4sd2_1 > fa_2 > fa_2 > fa_2 > inv_2 > fa_2 > fa_2 > inv_1 > buf_2",
  "postSynthSeqShare_pct": 0,
  "viasPerCell": 1.91,
  "place.port_buffers": 17,
  "grtUsageTotal_pct": 1.74,
  "dr.pass1.iters": 1,
  "top_cells_by_count": "inv_1 (8), buf_4 (5), fa_1 (5)",
  "top_cell": "inv_1",
  "finalInstanceArea_sq_um": 362,
  "yosysChipArea_sq_um": 168,
  "finalCritPeriodShare_pct": 96.4,
  "grt_max_degree": 2,
  "placed_cell_area_sq_um": 358,
  "setup.worst_path.end": "S[4]",
  "drc": 0,
  "crit_arrival_ns": 2.90,
  "required_ns": 3.04,
  "setup_viol": 0,
  "gp_congestion": 0.820,
  "layout.area.comb_sq_um": 113,
  "area_leaders": "fa_1 (60%), buf_4 (22%), inv_1 (18%)",
  "finish.utilization_pct": 10.6,
  "area_delta_synth_final_pct": 116,
  "antenna_found_initial": 0,
  "ys_cells": 18,
  "path_common_cell": "fa_2",
  "grt-ovfl-total": 0,
  "p_per_area_nw_per_um2": 120,
  "layout.cells.non_filler": 76,
  "worstHoldPathType": "input port to output port",
  "ys_warn_count": 0,
  "leakage_nw": 0.163,
  "n_antenna_cell": 0,
  "pre_cts_slack_ns": -0.616,
  "avgSynthCellArea_sq_um": 9.31,
  "antenna_violating_nets_post_route": 0,
  "final-seq-area_sq_um": 0,
  "synth.largest_area_cell": "fa_1",
  "grt_pass1_wl_microns": 890,
  "fillCellCount": 412,
  "chip_area_sq_um": 6400,
  "fp.dieH_microns": 80,
  "ir_worst_vdd_mv": 0.0403,
  "finalHoldViolCount": 0,
  "drt_iter0_markers": 0,
  "wl_microns": 532,
  "worst-path-buf-inv": 4,
  "setup.worst_path.end_class": "output port",
  "io_pins": 17,
  "die_w_microns": 80,
  "dp.cells": 76,
  "drv_cap": 0,
  "yosysTopAreaCellShare_pct": 59.7,
  "period_needed_ns": 3.66,
  "critical_path_depth": 9,
  "timing.slew.headroom_pct": 92.9,
  "maxSlewViolCount": 0,
  "ys_types": 3,
  "nClkBuffers": 0,
  "fmax_mhz": 273,
  "cp-start-kind": "input port",
  "slowest_delay_ns": 0.42,
  "hold_buffers": 0,
  "cp_top_family": "adder cells",
  "tightest_slew_ns": 0.106,
  "core_area_sq_um": 3420,
  "rsz0062_at_grt": "false",
  "wl_per_cell_microns": 7.00,
  "crit_fanout": 1,
  "layout-drive-gt1-share_pct": 26.7,
  "vias": 145,
  "flops": 0,
  "synthesis.instances": 18
}
-- metal layers --
metal  vias to the layer above  routed length (microns)  global-route usage (%)
met1                        63                      356                    2.96
met5                         -                        0                       0
met3                         0                       82                    1.25
met2                        17                       94                    1.61
met4                         0                        0                       0
li1                         65                        -                       -
-- power breakdown --
part	internal (W)	switching [W]	total, W
Sequential	0	0	0
Combinational	0.0000291	0.0000143	0.0000434
Clock	0	0	0
-- layout by cell type, fill, tap and decap left out --
cell type	n
fa_2	5
clkdlybuf4s50_1	10
inv_1	7
dlymetal6s2s_1	2
clkbuf_2	1
dlygate4sd2_1	3
inv_2	1
buf_2	1
-- how the worst min path moves through the flow --
stage / from / end / slack [ns] / depth (start not counted)
4_1_cts: B[4] / S[4] / 2.30 / 5
5_1_grt: Cin / S[0] / 2.30 / 3
6_report: Cin / S[0] / 2.27 / 3
-- kinds of logic after synthesis --
family	count (synthesis)	share of synthesized area, %
buf+inv	13	40.3
fa+ha+maj	5	59.7
-- stage by stage --
step	hold slack (ns)	total power, W	TNS [ns]
global placement	2.58	0.0000482	-1.24
floorplan	1.73	0.0000220	0
global route	2.30	0.0000503	0
CTS	2.30	0.0000458	0
finish	2.27	0.0000434	0
detailed placement	2.58	0.0000482	-1.29
-- area by class of cell --
type,count,share of cell area (%)
Multi-Input combinational cell,5,31.1
Tap cell,46,15.9
Timing Repair Buffer,17,44.6
Inverter,8,8.30
-- timing repair --
action                                  CTS  global route
gates resized                            14             4
pin swaps                                 5             5
hold endpoints to repair                  0             0
endpoints found under the setup margin    4             2
setup buffers                             0             0
Power figures rest on the tool's default switching activity, not on a simulated workload.
