## ./config.mk

```make
export PLATFORM = sky130hd
export DESIGN_NAME = lab3_g7_p5
export DESIGN_NICKNAME = lab3_g7_p5
export VERILOG_FILES = /design/flow/design.v
export SDC_FILE = /design/flow/constraint.sdc
export NUM_CORES = 4
export LEC_CHECK = 1
export CORE_AREA = 10 10 70 70
export DIE_AREA = 0 0 80 80
```

## ./constraint.sdc

```tcl
current_design lab3_g7_p5

set clk_period 1.0
set clk_io_pct 0.2

create_clock -name clk0 -period $clk_period

set non_clock_inputs [all_inputs -no_clocks]
set_input_delay [expr $clk_period * $clk_io_pct] -clock clk0 $non_clock_inputs
set_output_delay [expr $clk_period * $clk_io_pct] -clock clk0 [all_outputs]
```

## ./design.v

```verilog
`timescale 1ns/1ps
module lab3_g7_p3(
	input logic S,
	input logic [1:0] I,
	output logic [3:0] Q
);
	decoder2x4 decoder2x4(S, I[1:0], Q[3:0]);
endmodule
module decoder2x4(
	input logic S,
	input logic [1:0] I,
	output logic [3:0] Q 
);
	assign Q[0] = S&~(~(~(I[1]&I[1])&~(I[0]&I[0]))&~(~(I[1]&I[1])&~(I[0]&I[0])));
	assign Q[1] = S&~(~(~(I[1]&I[1])&I[0])&~(~(I[1]&I[1])&I[0]));
	assign Q[2] = S&~(~(~(I[0]&I[0])&I[1])&~(~(I[0]&I[0])&I[1]));
	assign Q[3] = S&~(~(I[0]&I[1])&~(I[0]&I[1]));
endmodule
module lab3_g7_p4(
	input logic S,
	input logic [2:0] I_3,
	input logic [3:0] I_4,
	output logic [7:0] I_8,
	output logic [15:0] Q_16
);
endmodule
module decoder3x8(
	input S,
	input logic [2:0] I,
	output logic [7:0] Q
);
	wire A; 
	logic [3:0] F1, F2;
	assign A = ~(I[2]&I[2]);
	decoder2x4 decoder2x4_1(A, I[1:0], F1[3:0]);
	assign Q[3]= S&F1[3];
	assign Q[2]= S&F1[2];
	assign Q[1]= S&F1[1];
	assign Q[0]= S&F1[0];
	decoder2x4 decoder2x4_2(I[2], I[1:0], F2[3:0]);
	assign Q[7]= S&F2[3];
	assign Q[6]= S&F2[2];
	assign Q[5]= S&F2[1];
	assign Q[4]= S&F2[0];
endmodule
module decoder4x16(
	input logic [3:0] I,
	output logic [15:0] Q
);
	wire A;
	assign A = ~(I[3]&I[3]);
	decoder3x8 decoder3x8_1(A, I[2:0], Q[7:0]);
	decoder3x8 decoder3x8_2(I[3], I[2:0], Q[15:8]);
endmodule
`timescale 1ns/1ps
module lab3_g7_p5( 
	input logic [3:0] I,
	output logic [15:0] Q1, Q2, 
	output logic F1,F2
);
	decoder4x16 dec4_1(I[3:0], Q1[15:0]);
	decoder4x16 dec4_2(I[3:0], Q2[15:0]);
	assign F1 = Q1[1]+Q1[3]+Q1[7]+Q1[11]+Q1[12]+Q1[13]+Q1[15];
	assign F2 = Q2[0]+Q2[1]+Q2[6]+Q2[8]+Q2[9]+Q2[10]+Q2[11]+Q2[12]+Q2[13]+Q2[14]+Q2[15];
endmodule
```

## ./run.sh

```bash
#!/bin/bash
# OpenROAD 26Q1-2900-gdf79404cd8, Yosys 0.63+post, stock flow scripts
make -C /OpenROAD-flow-scripts/flow DESIGN_CONFIG=/design/flow/config.mk WORK_HOME=/design/flow/orfs finish
```

==> impl_report.txt <==
RUN METRICS
----------------------------------------------------
[Outcome]
  Run status ........................ finished, violations left
  Failing checks ........................ negative setup slack

[Place]
  Setup WS pre-CTS ........................ -1020 ps
  Sum of net half-perimeters after detailed placement ........................ between 1 and 1.5 mm
  IO Port Bufs ........................ 38
  Last weighted congestion value of the routability-driven placer ........................ 0.705
  Count of placed standard cells including taps ........................ between 100 and 150
  Placed Instance Area ........................ ~700 sq um

[Timing]
  RSZ-0062 raised after global routing ........................ true
  Setup ws final ........................ -129 ps
  Number of hold-slack violations in the final timing report ........................ 0
  Ratio of final minimum period to clock period ........................ 113%
  Slew at the pin closest to its max-slew limit ........................ between 200 and 250 ps
  Total setup violations reported at the end of the flow ........................ 30
  Slew headroom ........................ between 80 and 90%
  Final number of max-transition violations ........................ 0
  Achievable clock frequency ........................ ~890 MHz
  Min Tclk post-route ........................ 1130 ps

[Setup path]
  Kind of end point of the critical path ........................ output pin
  Highest-delay cell along the critical path ........................ o21bai_1
  Type of the worst setup path ........................ primary input to output pin
  Worst EP arrival ........................ between 900 and 1000 ps
  Worst EP required ........................ 800 ps
  Critical path launch point type ........................ primary input
  Worst-path cell chain ........................ buf_6 > buf_8 > buf_4 > o21bai_1 > o2bb2ai_1 > buf_2
  Biggest fanout along the worst timing path ........................ 4
  Peak per-stage delay on the critical path ........................ ~150 ps

[Pwr]
  Peak ir drop on the vdd network ........................ about 150 uV
  Power density cells ........................ between 300 and 400 mW/mm^2
  Total power of the final layout ........................ 0.000382 W
  Total leakage power ........................ 0.540 nW

[Detailed routing]
  Routed Wire Length ........................ approximately 1.8 mm
  Routed wirelength normalized by instance count ........................ roughly 12 um
  Count of routing violations after the opening detailed-route iteration ........................ 0
  Number of antenna cells inserted ........................ 0
  TritonRoute pass-1 iters ........................ 1
  Remaining antenna violation count after routing ........................ 0
  DRC errors left ........................ 0
  DR vias/cell ........................ 3.44
  Vias post-DR ........................ 506

[Hold path]
  Class of the most critical hold timing path ........................ primary input to output pin

[Finish]
  Cell area after layout ........................ between 0.001 and 0.0015 sq mm
  Share of layout cells above drive strength 1 ........................ 97.0%
  Area taken by multi-input logic gates ........................ 348 sq um
  # clk buffers ........................ 0
  Area added between synthesis and finish ........................ 227%
  Storage element area ........................ 0 sq um
  Seq_cells ........................ 0
  Number of fillers in the final layout ........................ between 300 and 400
  Final Non-Filler Cells ........................ 147

[Logic synthesis]
  Dominant comb cell ........................ buffers and inverters
  Area of the mapped netlist ........................ roughly 320 sq um
  Xor/xnor cell area share of the yosys netlist ........................ 0%
  Sequential area share after synthesis ........................ 0%
  Area share of fa/ha/maj cells after synthesis ........................ 0%
  Post-Synth Simple-Gate Area ........................ a little over two fifths
  Mux share ........................ 0%
  Synthesized instance count ........................ 46
  Synthesis Warnings ........................ 0
  Average cell area after synthesis ........................ around 7.0 sq um
  Aoi/oai-family share of the synthesized area ........................ under 10%
  Number of distinct library cells after synthesis ........................ 14
  Synthesized chip area reported by yosys ........................ roughly 320 sq um
  Number of cell instances after yosys synthesis ........................ 46

[GRT]
  GRT overflow ........................ 0
  GR Util All Layers ........................ around 5.7%
  First-pass GRT wire length ........................ between 3 and 4 mm
  Vias in the first global route ........................ ~580
  Antenna violations before repair ........................ 0
  Maximum number of pins on one net before global-route repair ........................ 7

[Floorplan]
  Die outline width ........................ 80 um
  Floorplan Core Area ........................ 0.00342 sq mm
  Die Span Y ........................ 80 um
  Core Rows ........................ 21
  Starting density of the core ........................ 9.38%
  Chip area ........................ around 0.0064 sq mm
  IO Count ........................ 38

[Run]
  Number of OpenROAD warnings ........................ 34
  Maximum capacitance violations ........................ 0

----------------------------------------------------
==> path summary, 6_finish.rpt <==
path,from,to,slack (ps),depth (start not counted)
hold / removal,I[0],Q2[0],710,4
setup / recovery,I[1],F1,-130,6
==> cells by family (layout without fill, tap and decap cells) <==
group                  count (synthesis)  after routing
AND-OR/OR-AND                          4              4
buffers and inverters                 20             75
AND/OR/NAND/NOR                       22             22
==> routing by layer <==
layer | track usage, % | share of wire (%)
met1 | 6.83 | 39
met2 | 9.63 | 47
met3 | 2.73 | 14
met4 | 0 | 0
met5 | 0 | 0
==> layout by cell type, fill, tap and decap left out <==
master	n
buf_12	6
buf_2	34
buf_4	11
buf_6	21
buf_8	2
inv_1	1
nand2_4	1
nand2_8	1
nand2b_4	4
nor2_4	9
nor3_4	6
nor4_4	1
o21ai_2	1
o21ba_4	1
o21bai_1	1
o2bb2ai_1	1
==> critical path, delay by kind of cell <==
family	cells	cell delay, ps
compound gates	2	270
buf+inv	4	460
==> synth_stat cells <==
cell type	instances	share of area (%)
buf_6	2	7.0
nand2b_4	3	13
o2bb2ai_1	1	2.7
o21bai_1	1	2.3
nand2_1	2	2.3
nor3_1	4	6.3
nor3_2	2	6.3
o21ai_1	1	1.6
o21ba_2	1	3.1
buf_4	17	40
nor2_1	9	11
nand2b_1	1	2.0
inv_1	1	1.2
nor4_1	1	2.0
==> repair_timing <==
| item | in CTS | in global routing |
|---|---|---|
| setup endpoints to repair | 34 | 34 |
| setup buffers | 26 | 0 |
| endpoints found under the hold margin | 0 | 0 |
| pin swaps | 16 | 10 |
| gates resized | 191 | 6 |
| gates cloned | 1 | 0 |
| hold buffers | 0 | 0 |
==> metrics by stage <==
step	setup TNS, ps	hold slack (ps)	utilization, %
final	-2000	713	30.7
after global routing	-3340	743	30.7
after CTS	-3080	716	30.6
after detailed placement	-30960	1510	20.6
after global placement	-29730	1510	20.6
after floorplan	0	421	-
==> cell type report <==
type / count / area share (%)
Tap cell: 46 / 5.49
Multi-Input combinational cell: 26 / 33.2
Inverter: 1 / 0.358
Timing Repair Buffer: 74 / 61.0
==> report_power, final <==
part | switching [W] | internal, W
clock network | 0 | 0
registers | 0 | 0
logic | 0.000148 | 0.000234
total | 0.000148 | 0.000234
Power is estimated from default activity; no workload was simulated.
